==> flow/design.v <==
module alu
  (input signed [31:0] a, b,
   input [1:0]              op,
   output reg signed [31:0] result
   );
   always @*
     case (op)
       0 : result = a + b;
       1 : result = a - b;
       2: result = a * b;
       default : result = a + b;
     endcase
endmodule
module fsm
  (
   input            clk,
   output reg [1:0] alu1,
                    alu2,
                    alu3,
                    alu4,
                    alu5,
                    alu6,
                    alu7,
   output reg       mux2,
   output reg [1:0] mux3,
                    mux4,
   output reg       memWe,
   memMuxCtrl
   );
   reg [2:0]        state;
   initial state = 0;
   always @(posedge clk) state <= state + 1;
   always @(*) begin
      case (state)
        0 : begin
           mux2 = 0;
           mux3 = 0;
           mux4 = 0;
           memWe = 0;
           alu1 = 0;
           alu2 = 0;
           alu3 = 1;
           alu4 = 1;
           alu5 = 0;
           alu6 = 1;
           alu7 = 1;
        end
        1 : begin
           mux2 = 1;
           mux3 = 1;
           mux4 = 1;
           memWe = 0;
           alu1 = 2;
           alu2 = 2;
           alu3 = 2;
           alu4 = 2;
           alu5 = 2;
           alu6 = 2;
           alu7 = 2;
        end
        2 : begin
           mux3 = 2;
           mux4 = 2;
           memWe = 1;
           alu1 = 0;
           alu2 = 1;
           alu3 = 0;
           alu4 = 0;
           alu5 = 1;
           alu6 = 0;
           memMuxCtrl = 0;
        end
        3 : begin
           mux4 = 3;
           memWe = 1;
           alu1 = 0;
           alu2 = 0;
           memMuxCtrl = 1;
        end
      endcase
   end
endmodule
module mux
  #(parameter width=32)
   (
    output [width-1:0] out,
    input              sel,
    input [width-1:0]  in0,
    input [width-1:0]  in1
    );
   assign out = sel ? in1 : in0;
endmodule
module mux4way
  #(parameter width=32)
   (
    output [width-1:0] out,
    input [1:0]        sel,
    input [width-1:0]  in0,
    input [width-1:0]  in1,
    input [width-1:0]  in2,
    input [width-1:0]  in3
    );
   assign out = sel[0] ? (sel[1] ? in3 : in1) : (sel[1] ? in2 : in0);
endmodule
module c_storage
  #(
    parameter width = 32
    )
   (
    input              clk,
    input [1:0]        addr1,
    input [1:0]        addr2,
    input              we,
    input [width-1:0]  dIn1,
    input [width-1:0]  dIn2,
    output [width-1:0] c1,
    output [width-1:0] c2,
    output [width-1:0] c3,
    output [width-1:0] c4
    );
   reg [width-1:0]     mem [3:0];
   always @(posedge clk) begin
      if (we)
        begin
           mem[addr1] <= dIn1;
           mem[addr2] <= dIn2;
        end
   end
   assign c1 = mem[0],
     c2 = mem[1],
     c3 = mem[2],
     c4 = mem[3];
endmodule
module matmult1
  (
   input         clk,
   input [31:0]  a11, a12, a21, a22, b11, b12, b21, b22,
   output [31:0] c11, c12, c21, c22
   );
   reg [31:0]    b22PlusB11, b11PlusB12, b21PlusB22;
   always @* begin
      b22PlusB11 = b22 + b11;
      b11PlusB12 = b11 + b12;
      b21PlusB22 = b21 + b22;
   end
   reg [31:0]   m1, m2, m3, m4, m5, m6, m7;
   wire [31:0]  alu1Out, alu2Out, alu3Out, alu4Out, alu5Out, alu6Out, alu7Out;
   wire [1:0]   alu1Op, alu2Op, alu3Op, alu4Op, alu5Op, alu6Op, alu7Op;
   wire         mux2Sel;
   wire [1:0]   mux3Sel, mux4Sel;
   wire         memWe, memMuxCtrl;
   fsm fsm0
     (
      .clk(clk),
      .alu1(alu1Op),
      .alu2(alu2Op),
      .alu3(alu3Op),
      .alu4(alu4Op),
      .alu5(alu5Op),
      .alu6(alu6Op),
      .alu7(alu7Op),
      .mux2(mux2Sel),
      .mux3(mux3Sel),
      .mux4(mux4Sel),
      .memWe(memWe),
      .memMuxCtrl(memMuxCtrl)
      );
   wire [31:0]  mux1Out, mux2Out, mux3Out, mux4Out, mux5Out, mux6Out,
                mux7Out, mux8Out, mux9Out, mux10Out, mux11Out,
                mux12Out, mux13Out, mux14Out;
   mux mux1
     (
      .out(mux1Out),
      .sel(mux2Sel),
      .in0(a11),
      .in1(m1)
      );
   mux4way mux2
     (
      .out(mux2Out),
      .sel(mux4Sel),
      .in0(a22),
      .in1(b22PlusB11),
      .in2(m4),
      .in3(m5)
      );
   mux4way mux3
     (
      .out(mux3Out),
      .sel(mux4Sel),
      .in0(a21),
      .in1(b11),
      .in2(m1),
      .in3(m6)
      );
   mux mux4
     (
      .out(mux4Out),
      .sel(mux2Sel),
      .in0(a22),
      .in1(m2)
      );
   mux4way mux5
     (
      .out(mux5Out),
      .sel(mux3Sel),
      .in0(b12),
      .in1(a11),
      .in2(m5),
      .in3(m5)
      );
   mux mux6
     (
      .out(mux6Out),
      .sel(mux2Sel),
      .in0(b22),
      .in1(m3)
      );
   mux4way mux7
     (
      .out(mux7Out),
      .sel(mux3Sel),
      .in0(b21),
      .in1(a22),
      .in2(m2),
      .in3(m2)
      );
   mux mux8
     (
      .out(mux8Out),
      .sel(mux2Sel),
      .in0(b11),
      .in1(m4)
      );
   mux4way mux9
     (
      .out(mux9Out),
      .sel(mux3Sel),
      .in0(a11),
      .in1(b22),
      .in2(m7),
      .in3(m7)
      );
   mux mux10
     (
      .out(mux10Out),
      .sel(mux2Sel),
      .in0(a12),
      .in1(m5)
      );
   mux4way mux11
     (
      .out(mux11Out),
      .sel(mux3Sel),
      .in0(a21),
      .in1(m6),
      .in2(m6),
      .in3(m6)
      );
   mux4way mux12
     (
      .out(mux12Out),
      .sel(mux3Sel),
      .in0(a11),
      .in1(b11PlusB12),
      .in2(m3),
      .in3(m3)
      );
   mux mux13
     (
      .out(mux13Out),
      .sel(mux2Sel),
      .in0(a12),
      .in1(m7)
      );
   mux mux14
     (
      .out(mux14Out),
      .sel(mux2Sel),
      .in0(a22),
      .in1(b21PlusB22)
      );
   alu alu1
     (
      .a(mux1Out),
      .b(mux2Out),
      .op(alu1Op),
      .result(alu1Out)
      );
   alu alu2
     (
      .a(mux3Out),
      .b(mux4Out),
      .op(alu2Op),
      .result(alu2Out)
      );
   alu alu3
     (
      .a(mux5Out),
      .b(mux6Out),
      .op(alu3Op),
      .result(alu3Out)
      );
   alu alu4
     (
      .a(mux7Out),
      .b(mux8Out),
      .op(alu4Op),
      .result(alu4Out)
      );
   alu alu5
     (
      .a(mux9Out),
      .b(mux10Out),
      .op(alu5Op),
      .result(alu5Out)
      );
   alu alu6
     (
      .a(mux11Out),
      .b(mux12Out),
      .op(alu6Op),
      .result(alu6Out)
      );
   alu alu7
     (
      .a(mux13Out),
      .b(mux14Out),
      .op(alu7Op),
      .result(alu7Out)
      );
   wire [31:0]  dIn1, dIn2;
   mux dInMux1
     (
      .out(dIn1),
      .sel(memMuxCtrl),
      .in0(alu3Out),
      .in1(alu1Out)
      );
   mux dInMux2
     (
      .out(dIn2),
      .sel(memMuxCtrl),
      .in0(alu4Out),
      .in1(alu2Out)
      );
   wire [1:0]   addr1, addr2;
   mux #(.width(2)) addrMux1
     (
      .out(addr1),
      .sel(memMuxCtrl),
      .in0(2'h1),
      .in1(2'h0)
      );
   mux #(.width(2)) addrMux2
     (
      .out(addr2),
      .sel(memMuxCtrl),
      .in0(2'h2),
      .in1(2'h3)
      );     
   c_storage cMem
     (
      .clk(clk),
      .addr1(addr1),
      .addr2(addr2),
      .we(memWe),
      .dIn1(dIn1),
      .dIn2(dIn2),
      .c1(c11),
      .c2(c12),
      .c3(c21),
      .c4(c22)
      );
   always @(posedge clk) begin
      m1 <= alu1Out;
      m2 <= alu2Out;
      m3 <= alu3Out;
      m4 <= alu4Out;
      m5 <= alu5Out;
      m6 <= alu6Out;
      m7 <= alu7Out;
   end
endmodule
==> flow/run.sh <==
#!/bin/bash
# OpenROAD 26Q1-2900-gdf79404cd8, Yosys 0.63+post, stock flow scripts
make -C /OpenROAD-flow-scripts/flow DESIGN_CONFIG=/design/flow/config.mk WORK_HOME=/design/flow/orfs finish
==> flow/config.mk <==
export PLATFORM = sky130hd
export DESIGN_NAME = matmult1
export DESIGN_NICKNAME = matmult1
export VERILOG_FILES = /design/flow/design.v
export SDC_FILE = /design/flow/constraint.sdc
export NUM_CORES = 4
export LEC_CHECK = 1
export CORE_UTILIZATION = 30
==> flow/constraint.sdc <==
current_design matmult1

set clk_period 17.1
set clk_io_pct 0.2

create_clock -name clk0 -period $clk_period [get_ports {clk}]

set non_clock_inputs [all_inputs -no_clocks]
set_input_delay [expr $clk_period * $clk_io_pct] -clock clk0 $non_clock_inputs
set_output_delay [expr $clk_period * $clk_io_pct] -clock clk0 [all_outputs]
==> summary.txt <==
yosys + openroad results -> status completed, initial drt markers 8430, number of register pins that no clock reaches 11, register area 8580 um^2, M1 GR Usage 0.372, minimum clock period 15.23 ns, worst min path class reg -> reg, Setup Fix Bufs, Post-CTS 0, Die Wd 701 um, GR Util met2 0.400, Critical Path Source Type input port, worst-skew pair later-pin latency 0.87 ns, Worst slew margin 0.185, max incr delay on CP 0.74 ns, Worst Path Buf+Inv 5, core box area between 400000 and 500000 um^2, clock root cell clkbuf_16, Hold Vio Cnt, Final 0, Site Rows about 260, Worst Path Class, Setup in -> reg, Mapped Area 147000 um^2, drt via density 5.03, top-count cell post-synth inv_1, Post-synth area hogs fa_1 (39%), ha_1 (12%), inv_1 (9.4%), nand2_1 (7.3%), xnor2_1 (4.4%), drt drc 0, Cells after Synth about 18000, CTS H-tree lvls 2, MI comb area 122000 um^2, Post-CTS Resized 0, Init Core Util 0.302, cycle use final 0.890, First-pass DRT Iterations 6, cell type with the largest total area fa_1, YS warnings 4, total CTS buffers 54, Worst Skew 0.126 ns, Fin Setup TNS 0 ns, GP Congestion 1.09, Slew @ Worst Pin around 1.2 ns, # Cells Yosys 17512, Filler Cells Inserted 50372, Chip Area, Yosys about 150000 um^2, Post-CTS Hold Buffers 0, Routed Antenna Nets 0, Cell Type Count 86, final setup vio count 0, vias in the first global route 128092, # Max-Cap Violations 0, initial antenna violation count 153, synthesized area per cell 8.38 um^2, top cells by count inv_1 (3660), fa_1 (2866), nand2_1 (2865), Max-area cell share 0.391, CP required 17.78 ns, layout cells sized above 1 0.0567, GR Overflow Total 0, hpwl dp approximately 580000 um, #FFs+latches synth 366, Synth Flop Type dfxtp_1, met3 Track Usage GR 0.174, Crit path max-delay family adder cells, Worst Setup End Kind register, RSZ-0062 raised after global routing no, Tot GR Track Use 0.297, wire length per cell 28.4 um, Detailed Route WL 695000 um, Fmax 65.7 MHz, Vias 122802, clk buf depth 3, Ports 385, crit-path max FO 9, global-route wire length before repair 974000 um, Port Buffers around 380, Worst EP arrival 15.90 ns, CTS tree done, Crit-path slowest cell clkdlybuf4s50_1, dpl cells roughly 24000, CTS clk-pin slew, worst paths 0.06 ns, post-synthesis async set-or-reset flop share 0, OpenROAD warning count around 40, Chip Area 492000 um^2, Pins Over Slew Limit 0, count of library flops with an enable pin about 130, Layout Cells excl Fill 24420, busiest grt layer met2, endpoints left unconstrained ~140, CP most frequent cell xnor2_1, pin count of the biggest net entering global routing approximately 100, Die Y 701 um, Synth-to-Final Area Change 11.0%
[area by class of cell]
class | instances | area share
multi-input cells | 12727 | 0.748
well taps | 6450 | 0.0496
clock inverters | 34 | 0.00217
clock buffers | 65 | 0.00874
inverters | 3700 | 0.0853
diodes | 83 | 0.00128
repair buffers | 995 | 0.0518
flip-flops and latches | 366 | 0.0527
[routing by layer]
layer,share of wire,up-vias,wire length (um)
met3,0.15,1337,101000
met4,0.075,121,51800
met1,0.38,61101,261000
met2,0.40,6290,280000
li1,-,53953,-
met5,0.0019,-,1330
[worst paths after layout]
kind	start	endpoint	slack, ns	cells past startpoint
min	fsm0.state[0]$_DFF_P_	fsm0.state[0]$_DFF_P_	0.49	1
min reg2reg	fsm0.state[0]$_DFF_P_	fsm0.state[0]$_DFF_P_	0.49	1
max	b11[2]	m6[31]$_DFF_P_	1.87	45
max reg2reg	m5[3]$_DFF_P_	cMem.mem[1][29]$_DFFE_PP_	6.57	34
[cells in the final DEF, fill, tap and decap left out, types with 107 or more instances in the layout]
cell type and instances:
a21o_1 157, a21oi_1 577, and2_1 214, buf_4 610
clkdlybuf4s50_1 384, dfxtp_1 227, edfxtp_1 128, fa_1 2866
ha_1 1379, inv_1 3659, mux2_2 137, mux2i_1 195
nand2_1 2863, nand2b_1 107, nor2_1 1460, nor2b_1 218
nor3_1 109, o21a_1 130, o21ai_0 301, xnor2_1 735
xor2_1 248
[cells by family after synthesis]
group | count (synthesis) | share of synthesized area
and+or+nand+nor | 5321 | 0.152
buffers and inverters | 4419 | 0.114
adders and majority gates | 4245 | 0.509
AOI/OAI and AO/OA | 1777 | 0.0762
xor gates and xnor gates | 995 | 0.0605
muxes | 389 | 0.0311
DFF | 355 | 0.0572
latches | 11 | 0.00113
[flip-flops by register name (all words and copies together) (netlist names)]
name             flops
fsm0.alu2            1
m2                  32
m5                  32
cMem.mem           128
fsm0.alu5            1
m1                  32
fsm0.state           3
fsm0.memWe           1
fsm0.alu7            2
m6                  32
fsm0.alu1            1
m4                  32
fsm0.mux3            1
fsm0.alu6            1
fsm0.mux4            2
fsm0.memMuxCtrl      1
m3                  32
m7                  32
[metrics by stage]
step	cell area [um^2]	hold WS, ns	setup slack [ns]	utilization
global placement	161000	0.469	1.12	0.331
floorplan	147000	0.438	3.19	-
finish	163000	0.489	1.87	0.335
detailed placement	161000	0.474	1.17	0.331
CTS	163000	0.485	1.96	0.334
global route	163000	0.538	1.35	0.334
